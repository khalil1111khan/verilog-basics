===== ./constraint.sdc =====
current_design FIFO

set clk_period 4.9
set clk_io_pct 0.2

create_clock -name clk0 -period $clk_period [get_ports {clk}]

set non_clock_inputs [all_inputs -no_clocks]
set_input_delay [expr $clk_period * $clk_io_pct] -clock clk0 $non_clock_inputs
set_output_delay [expr $clk_period * $clk_io_pct] -clock clk0 [all_outputs]

===== ./run.sh =====
#!/bin/bash
# OpenROAD 26Q1-2900-gdf79404cd8, Yosys 0.63+post, stock flow scripts
make -C /OpenROAD-flow-scripts/flow DESIGN_CONFIG=/design/flow/config.mk WORK_HOME=/design/flow/orfs finish

===== ./design.v =====
module FIFO(
input clk, rst, wr, rd,
input [7:0] data_in,
output reg full, empty,
output reg [7:0] data_out
    );
    reg [7:0] memory [15:0];
    reg [5:0] wr_ptr, rd_ptr;
    always @(posedge clk or posedge rst) begin
        if(rst) begin
            wr_ptr <= 0;
        end else if (wr &&!full) begin
            wr_ptr <= wr_ptr+1;
        end
    end
    always @(posedge clk or posedge rst) begin
       if(rst) begin 
            empty <= 1;
       end else if ( wr && !full &&(wr_ptr != rd_ptr)) begin
            empty <= 0;
          end  else if(rd &&(wr_ptr == rd_ptr+ 1)) begin
                empty <= 1;
            end
    end
    always @(posedge clk or posedge rst) begin
        if(rst) begin
            full <= 0;
        end else if(wr &&(wr_ptr == rd_ptr)) begin
            full <= 1;
        end else if (rd != empty) begin
            full <= 0;
        end
    end
    always @(posedge clk or posedge rst) begin
        if(rst) begin
            rd_ptr <= 0;
        end else if (rd &&!full) begin
            rd_ptr <= rd_ptr+1;
        end
    end
 always @(posedge clk or posedge rst) begin
        if(rst) begin
            memory[0] <= 8'bz;
            memory[1] <= 8'bz;
        end else if (wr && !full) begin
            memory[wr_ptr] <= data_in;
        end
    end
   always @(*) begin
        if (empty)
            data_out <= 8'hx;
        else
            data_out <= memory[rd_ptr];
    end
    endmodule

===== ./config.mk =====
export PLATFORM = sky130hd
export DESIGN_NAME = FIFO
export DESIGN_NICKNAME = FIFO
export VERILOG_FILES = /design/flow/design.v
export SDC_FILE = /design/flow/constraint.sdc
export NUM_CORES = 4
export LEC_CHECK = 1
export CORE_UTILIZATION = 50

==> impl_metrics.ini <==
; implementation run metrics
[grt]
antenna_found_initial = 0
grt.total_usage_pct = 25.2
grt_pass1_wl_mm = 21.0
grt-ovfl-total = 0
grt_pass1_vias = 3761
grt_max_degree = 37

[die]
dieHeight_um = 111
core-area_um2 = 11500
floorplan.core_util_pct = 51.9
rows = 39
die_w_um = 111
chipArea_um2 = 12400
ios = 22

[final_timing]
finalSetupViolations = 0
min_period_ns = 4.33
grt_setup_unrepaired = false
final_max_slew_viol_count = 0
fmax_ghz = 0.231
fin_crit_sh_pct = 88.5
maxSlewHeadroom_pct = 46.3
hold_viol_final = 0
tightest_slew_ns = 0.804
fin_tns_setup_ns = 0
skew_ns = 0.00574

[drt]
drtPass1Iterations = 20
drtIter0Drc = 283
vias = 3588
wl_per_cell_um = 22.0
antenna_left = 0
diodes = 0
drc = 0
viasPerCell = 5.95
wl_mm = 13.3

[synth]
edf_count = 112
synth_dominant_cell_count = edfxtp_1
yosysSeqAreaShare_pct = 68.8
ys_area_um2 = 5980
syn_area_per_cell_um2 = 14.6
yosys_cells = 410
synth_flops = 142
yosys-top-cells-count = edfxtp_1 (112), dfrtp_1 (29), nand2_1 (27)
syn_inst = 410
netlist_area_um2 = 5980
async_flop_share_pct = 21.1
yosysUniqueCellTypes = 51
yosysTopAreaCell = edfxtp_1
top_cell_area_share_pct = 56.2
yosysWarnings = 4
yosys_most_used_dff = edfxtp_1
synthTopCellsByArea = edfxtp_1 (56%), dfrtp_1 (12%), mux2_2 (4.0%)

[clocking]
cts-resized-gates = 0
root_buffer = clkbuf_16
clkSinkCount = 142
cts_tree = built
clock_latency_ns = 0.41
hold_buffers = 0
clockBufferDepth = 2
cts_setup_buffers = 0
clkTransAtPathRegs_ns = 0.05
cts_inserted_buffers = 17
h-tree-depth = 4

[power]
power_density_nw_per_um2 = 599
ir_drop_mv = 0.386
p_leak_nw = 2.42

[final_layout]
layout-drive-gt1-share_pct = 15.9
stdcell_area_um2 = 6900
area_delta_synth_final_pct = 15.3
nFillCells = 886

[worst_setup_path]
rr_startpoint = full$_DFFE_PP0P_
arrival_ns = 3.35
reg2reg_slack_ns = 2.57
worst-path-max-fanout = 12
worstReg2RegEnd = memory[6][4]$_DFFE_PP_
cp_data_required_time_ns = 3.92
r2r_cells = 4
crit_type = flop to output port
critPathLaunchType = flop
critPathCaptureType = output port

[hold_path]
min_from = memory[1][1]$_DFFE_PP0P_
holdPathEnd = memory[1][1]$_DFFE_PP0P_
whs_path_depth = 1
hold_class = flop to flop

[place]
place_area_um2 = 6390
post-dp-hpwl_mm = 8.20
gp_congestion = 0.816
port_buffers = 21

[job]
warning_count = 31
maxCapViolCount = 0

[run_status]
outcome = completed
layout by cell type, fill, tap and decap left out, types with 2 or more instances in the layout:
cell type / instances
nand2b_1: 2
xnor2_1: 12
a211oi_1: 2
ha_1: 8
and3_1: 2
a222oi_1: 8
nor3b_1: 3
a32o_1: 2
a22oi_1: 22
nor3_1: 3
clkdlybuf4s50_1: 21
clkinv_2: 3
inv_1: 8
a32oi_1: 2
nor2b_1: 4
nand2_1: 27
nand3_1: 12
a22o_1: 2
a21oi_1: 10
a31oi_1: 9
dfrtp_1: 28
o211ai_1: 3
mux4_2: 2
xor2_1: 7
buf_4: 21
clkbuf_16: 17
nand4_1: 3
a221oi_1: 5
nor2_1: 26
mux2i_1: 5
clkbuf_1: 6
clkinv_1: 3
a221o_1: 2
mux2_2: 21
edfxtp_1: 112
o21ai_0: 17
through the flow:
stage / hold WS [ns] / std cells / util, % / setup slack (ns) / power, mW
CTS: 0.509 / 603 / 59.9 / 0.602 / 4.16
detailed placement: 0.495 / 571 / 55.5 / 1.09 / 3.06
finish: 0.508 / 603 / 59.9 / 0.565 / 4.13
floorplan: 0.465 / 410 / - / 2.15 / 2.58
global route: 0.517 / 603 / 59.9 / 0.293 / 4.40
global placement: 0.484 / 571 / 55.5 / 1.22 / 3.05
critical path, cell delays in order, from the launching register on:
cell	delay, ns
dfrtp_1	0.44
inv_1	0.11
ha_1	0.39
buf_4	0.27
nor3_1	0.41
nand2_1	0.48
a31oi_1	0.34
clkdlybuf4s50_1	0.50
flip-flops by register name (all words and copies together), names as in the netlist:
name    cells
wr_ptr      6
rd_ptr      6
full        1
memory    128
empty       1
cells by family after synthesis:
group	count (synthesis)	synth area share, %
AOI/OAI and AO/OA	91	10.9
buffers and inverters	32	2.91
DFF	142	68.8
adders and majority gates	8	1.67
and+or+nand+nor	88	6.90
muxes	29	5.73
xor gates and xnor gates	20	3.05
area by class of cell:
type | count | area (um2) | share of cell area [%]
Tap cell | 143 | 179 | 2.59
Timing Repair Buffer | 42 | 368 | 5.33
Sequential cell | 142 | 4120 | 59.7
Clock buffer | 24 | 462 | 6.69
Inverter | 8 | 30.0 | 0.435
Multi-Input combinational cell | 236 | 1700 | 24.6
Clock inverter | 8 | 42.5 | 0.617
worst max-delay path by stage:
stage                      from          end  slack, ns
4_1_cts   rd_ptr[1]$_DFFE_PP0P_  data_out[7]       0.60
5_1_grt   rd_ptr[1]$_DFFE_PP0P_  data_out[7]       0.29
6_report  rd_ptr[1]$_DFFE_PP0P_  data_out[7]       0.57
layer usage:
layer	GRT usage, %	share of wire [%]
met1	40.0	41
met2	36.5	47
met3	12.0	10
met4	3.42	1.4
met5	0.784	0
power breakdown:
| part | switching (mW) | internal, mW |
|---|---|---|
| sequential | 0.191 | 1.47 |
| clock | 0.438 | 0.652 |
| combinational | 0.713 | 0.669 |
No activity file was given, so power comes from the tool's default toggle rates.
