===== run.sh =====
#!/bin/bash
# OpenROAD 26Q1-2900-gdf79404cd8, Yosys 0.63+post, stock flow scripts
make -C /OpenROAD-flow-scripts/flow DESIGN_CONFIG=/design/flow/config.mk WORK_HOME=/design/flow/orfs finish

===== config.mk =====
export PLATFORM = sky130hd
export DESIGN_NAME = pmod_clp
export DESIGN_NICKNAME = pmod_clp
export VERILOG_FILES = /design/flow/design.v
export SDC_FILE = /design/flow/constraint.sdc
export NUM_CORES = 4
export LEC_CHECK = 1
export CORE_UTILIZATION = 30

===== constraint.sdc =====
current_design pmod_clp

set clk_period 2.5
set clk_io_pct 0.2

create_clock -name clk0 -period $clk_period [get_ports {clk}]

set non_clock_inputs [all_inputs -no_clocks]
set_input_delay [expr $clk_period * $clk_io_pct] -clock clk0 $non_clock_inputs
set_output_delay [expr $clk_period * $clk_io_pct] -clock clk0 [all_outputs]

===== design.v =====
module pmod_clp(
    input clk, rst,
    output reg lcd_e = 0, 
    output reg lcd_rs = 0, 
    output reg lcd_rw =0,
    output reg [7:0] lcd_data = 0
 );
 reg [2:0]  state = 0;
 reg [6:0]  clk_c = 0;
 reg [16:0] count = 0;
 reg        oneusclk = 0;
 reg [3:0]  lcd_cmd_ptr = 0; 
 reg [9:0]  lcd_cmds[0:9];  
 parameter power_on_delay      = 3'b000;
 parameter set_fn_delay        = 3'b001;
 parameter display_set_delay   = 3'b010;
 parameter display_clr_delay   = 3'b011;
 parameter return_home         = 3'b100;
 parameter char_delay          = 3'b101;
always @(posedge clk) begin
    if (rst) begin
        clk_c <= 0;  
        oneusclk <= 0;  
    end else begin
        if (clk_c == 49) begin
            clk_c <= 0;
            oneusclk <= ~oneusclk;   
        end else begin
            clk_c <= clk_c + 1;
        end
    end
end
 initial begin
        lcd_cmds[0] = 10'b00_0011_1100;   
        lcd_cmds[1] = 10'b00_0000_1100;   
        lcd_cmds[2] = 10'b00_0000_0001;   
        lcd_cmds[3] = 10'b00_0000_0010;   
        lcd_cmds[4] = 10'b10_0100_1000;   
        lcd_cmds[5] = 10'b10_0100_0101;  
        lcd_cmds[6] = 10'b10_0100_1100;  
        lcd_cmds[7] = 10'b10_0100_1100;  
        lcd_cmds[8] = 10'b10_0100_1111;  
        lcd_cmds[9] = 10'b10_0010_0000; 
    end
 always @(posedge oneusclk) begin 
            case(state)
                power_on_delay : begin
                    if (count == 20000) begin
                        state <= set_fn_delay;
                        count <= 0;
                        lcd_e <= 1;
                    end else begin
                        count <= count + 1;
                        lcd_e <= 0;
                    end
                end
                set_fn_delay : begin
                        lcd_rs      <= lcd_cmds[lcd_cmd_ptr][9];    
                        lcd_rw      <= lcd_cmds[lcd_cmd_ptr][8];    
                        lcd_data    <= lcd_cmds[lcd_cmd_ptr][7:0];   
                        if(count == 37) begin
                            lcd_e       <= 1;     
                            state       <= display_set_delay;
                            count       <= 0;
                        end else begin 
                            count <= count +1;
                            lcd_e <=0;
                        end
                end
                display_set_delay : begin
                            lcd_rs      <= lcd_cmds[lcd_cmd_ptr][9];    
                            lcd_rw      <= lcd_cmds[lcd_cmd_ptr][8];    
                            lcd_data    <= lcd_cmds[lcd_cmd_ptr][7:0];   
                    if (count == 37) begin
                            lcd_cmd_ptr <= lcd_cmd_ptr + 1'b1;    
                            lcd_e <=1;     
                            state       <= display_clr_delay;
                            count       <= 0;
                    end else begin
                        count       <= count + 1; 
                        lcd_e <= 0;
                    end
                end
                display_clr_delay : begin
                        lcd_rs      <= lcd_cmds[lcd_cmd_ptr][9];    
                        lcd_rw      <= lcd_cmds[lcd_cmd_ptr][8];    
                        lcd_data    <= lcd_cmds[lcd_cmd_ptr][7:0];   
                        if (count == 1520) begin
                            lcd_cmd_ptr <= lcd_cmd_ptr + 1'b1;    
                            lcd_e <= 1;       
                            state <= return_home;
                            count <= 0;
                        end else begin
                            count <= count + 1;
                            lcd_e <= 0;       
                        end
                end
                return_home : begin 
                            lcd_rs      <= lcd_cmds[lcd_cmd_ptr][9];    
                            lcd_rw      <= lcd_cmds[lcd_cmd_ptr][8];    
                            lcd_data    <= lcd_cmds[lcd_cmd_ptr][7:0];   
                     if(count == 37) begin
                            lcd_cmd_ptr <= lcd_cmd_ptr + 1'b1;    
                            lcd_e       <= 1;  
                            state       <= char_delay;
                            count       <= 0;
                    end else begin
                        count       <= count +1;
                        lcd_e       <= 0;
                    end
                end
                char_delay : begin
                        lcd_rs      <= lcd_cmds[lcd_cmd_ptr][9];    
                        lcd_rw      <= lcd_cmds[lcd_cmd_ptr][8];    
                        lcd_data    <= lcd_cmds[lcd_cmd_ptr][7:0];   
                        if (count == 1520) begin
                            lcd_cmd_ptr <= lcd_cmd_ptr + 1'b1;    
                            lcd_e <= 1;       
                            state       <= char_delay;
                            count       <= 0;
                        end else begin
                            lcd_e <= 0;
                            count <= count +1;
                            state <= char_delay;
                        end
                end
                default : state <= power_on_delay;
            endcase
            if (lcd_cmd_ptr == 9) begin
                lcd_cmd_ptr <= lcd_cmd_ptr;
                count <= 0;
            end
 end
endmodule

==> out/metrics.yaml <==
unclocked_regs: 33
rr_worst_depth: 5
clock-root-buffer: "clkbuf_8"
ys_cells: 254
ff_type: "dfxtp_1"
async_reset_ff_frac: 0
io_pins: 13
clock_share_of_power: 0.503
area_growth_syn_to_layout_pct: 9.354
layout-drive-gt1-share: 0.07782
total_count_of_hold_check_failures_in_the_final_report: 0
postCtsSetupRepairBufs: 0
top_area_cell: "dfxtp_1"
beginning_of_the_critical_path: "clk_c[0]"
yosys.cell_types.count: 54
fmaxAchievable_mhz: 717.6
netlist.area_leader.share: 0.2138
worst_r2r_startpoint: "clk_c[0]"
yosys_warnings: 1
post_route_drc_violation_count: 0
grt.total_usage: 0.1168
critical_path.startpoint_type: "register"
critPathRequiredTime_ns: 2.60
die-width_um: 90.34
cts_max_level: 1
first_iter_violations: 106
fp.dieArea_um2: 8160
antenna_cells_inserted: 0
initial_utilization: 0.3160
cts.hold.buffers_added: 0
regToRegSetupSlack_ns: 1.11
die_y_um: 90.34
grt_max_degree: 35
tritoncts: "done"
tritoncts.num_buffers: 3
vias_per_cell: 5.031
final_period_minus_worst_setup_slack_ns: 1.393
status: "completed"
fin_worst_skew_ns: 0.004876
synth.yosys.seq_area_share: 0.4190
synth-edff-count: 16
post-route-period-util: 0.5574
untimed_endpoints: 58
holdCritPathClass: "register to register"
timing.max_cap.violations: 0
synth_area_per_cell_um2: 9.217
coreArea_um2: 7408
number_of_antenna_violations_at_the_first_check_in_global_routing: 0
average_wire_per_standard_cell_um: 12.00
tool_warnings: 32
cp_max_fo: 7
detailedPlacementHpwl_um: 3152
power_switching_share: 0.1860
relSlewSlack: 0.5812
comb_power_share: 0.041
worstSetupPathType: "register to register"
top_cell: "nand2_1"
drtPass1Iterations: 4
grt_pass1_wl_um: 7838
power_per_unit_of_standard_cell_area_nw_per_um2: 116.5
netlist_top_cells_area: "dfxtp_1 21%, edfxtp_1 21%, ha_1 5.9%"
postCtsResizedCells: 0
clock_tree.buffer_depth: 2
port_buffers: 10
synth-seq-cells: 41
placementRows: 31
internal_power_w: 0.0002428
ys_chip_area_um2: 2341
r2r-end: "clk_c[6]"
critical-path-max-stage-delay_ns: 0.36
first_global_vias: 1637
final_cell_count_no_fill: 356
wire_length_reported_by_the_detailed_router_um: 4271
cts.reportedPaths.clkPinSlew_ns: 0.04
hold_path_depth: 1
setup.worst_path.end: "clk_c[6]"
insertion_delay_ns: 0.23
yosys-top-cells-count: "30 x nand2_1, 25 x dfxtp_1, 21 x nor2_1"
critPathSlowestCell: "dfxtp_1"
timing.critical_path.cells: "ha_1 > nor4b_1 > nand3_1 > nand2b_1 > nor2_1"
totalNegativeSetupSlack_ns: 0
unrepaired_setup_endpoints_after_global_routing: "no"
n_fill_cell: 753
setup_viol_count_final: 0
dpl.cell_count: 353
worst_endpoint_data_arrival_time_ns: 1.49
end_kind: "register"
syn_inst: 254
number_of_pins_with_negative_max_slew_slack_in_the_final_report: 0
global_route.overflow_total: 0
weighted_congestion_reported_at_the_end_of_routability_driven_placement: 0.8420
synth.cell_area_um2: 2341
maximum_vdd_ir_drop_v: 0.0003116
total_leakage_power_nw: 0.9461
power.switching_w: 0.00005548
sequentialPowerShare: 0.456
worst-slew-pin-transition_ns: 0.6245
num_vias: 1791
antenna_violating_nets_post_route: 0
==> kinds of logic after synthesis <==
logic type      Yosys count  share of synthesized area
simple gates            114                     0.2630
buf+inv                  24                    0.04382
xor+xnor                 12                    0.04490
fa+ha+maj                11                    0.05879
compound gates           51                     0.1689
flops                    41                     0.4190
other cells               1                   0.001602
==> power by group through the flow <==
stage         Combinational [W]  Clock, W  Sequential [W]
CTS                   0.0000126  0.000154        0.000136
global route          0.0000148  0.000163        0.000137
finish                0.0000124  0.000150        0.000136
==> routing by layer <==
layer	up-vias	share of wire	track usage	wire length (um)
met5	-	0	0	0
met3	0	0.033	0.008547	139
li1	928	-	-	-
met1	828	0.50	0.1871	2141
met2	35	0.47	0.1889	1990
met4	0	0	0.002688	0
==> state kept, by name, summed over array words and instances (netlist names) <==
signal and flops:
lcd_cmd_ptr 4, lcd_rs 1, clk_c 7, lcd_data 7
lcd_e 1, state 3, count 17, oneusclk 1
==> worst min-delay path by stage <==
stage	endpoint	startpoint	slack (ns)
5_1_grt	clk_c[0]	clk_c[0]	0.50
4_1_cts	clk_c[0]	clk_c[0]	0.46
6_report	clk_c[0]	clk_c[0]	0.46
==> placed cells by master, fill, tap and decap left out, drive strengths merged, types with 2 or more instances in the layout <==
cell           count
or2                4
and2               2
o31ai              4
ha                11
conb               2
or3                2
a21o               3
and4               2
nor4b              2
clkbuf             3
nand2             31
nor2              21
nor4               3
edfxtp            16
xor2               6
dfxtp             25
xnor2              6
a211oi             4
nand3             15
clkdlybuf4s50     10
o21ai             11
a31oi              2
a21oi             11
o32a               7
a221o              4
and3               8
nand2b             4
nor3               7
inv               12
nand4              7
==> metrics by stage <==
step           hold WS (ns)  setup WS [ns]  area [um2]    util  total power (W)
6_report             0.4563          1.107        2560  0.3456        0.0002983
5_1_grt              0.4953         0.9078        2560  0.3456        0.0003140
4_1_cts              0.4604          1.093        2560  0.3456        0.0003028
3_5_place_dp         0.4517          1.041        2519  0.3400        0.0001502
3_3_place_gp         0.4399          1.071        2519  0.3400        0.0001499
2_1_floorplan        0.4295          1.317        2345       -        0.0001484
==> area by class of cell <==
cell class,count,area (um2),share of cell area
flip-flops and latches,41,980.9,0.3832
well taps,99,123.9,0.04839
multi-input cells,190,1261,0.4927
clock buffers,3,41.29,0.01613
repair buffers,11,107.6,0.04203
inverters,12,45.04,0.01760
==> critical path: cells and delay by family, from the launching register on <==
kind          cells  cell delay, ns
simple gates      4            0.75
fa+ha+maj         1            0.15
flops             1            0.36
Power figures rest on the tool's default switching activity, not on a simulated workload.
