==> flow/constraint.sdc <==
current_design counterss

set clk_period 1.5
set clk_io_pct 0.2

create_clock -name clk0 -period $clk_period [get_ports {clk}]

set non_clock_inputs [all_inputs -no_clocks]
set_input_delay [expr $clk_period * $clk_io_pct] -clock clk0 $non_clock_inputs
set_output_delay [expr $clk_period * $clk_io_pct] -clock clk0 [all_outputs]
==> flow/run.sh <==
#!/bin/bash
# OpenROAD 26Q1-2900-gdf79404cd8, Yosys 0.63+post, stock flow scripts
make -C /OpenROAD-flow-scripts/flow DESIGN_CONFIG=/design/flow/config.mk WORK_HOME=/design/flow/orfs finish
==> flow/design.v <==
module counterss(
input rst,clk, 
output reg [3:0] y
    );
reg [3:0] counter = 0;
integer i = 0;
reg [3:0] i_var = 0;
always @(posedge clk) begin
    if (rst == 1) begin
        y <= 0;
        counter <= 0;
        i_var <= 0;
    end else begin
        for (i = 0; i < 15; i = i + 1) begin
            i_var <= i;
            y <= counter;
            counter <= counter + 1;
        end
        end
    end  
endmodule
==> flow/config.mk <==
export PLATFORM = sky130hd
export DESIGN_NAME = counterss
export DESIGN_NICKNAME = counterss
export VERILOG_FILES = /design/flow/design.v
export SDC_FILE = /design/flow/constraint.sdc
export NUM_CORES = 4
export LEC_CHECK = 1
export CORE_AREA = 10 10 70 70
export DIE_AREA = 0 0 80 80
==> run summary <==
run metrics: outcome finished, final reports clean, unique cell type count in the Yosys netlist 8, Worst Hold Slack 464.1 ps, Worst Path Required 1200 ps, post-route ant nets 0, gr usage total 1.184%, Core Rows 21, Worst slew margin 82.70%, Area leader share 62.44%, area leader, netlist dfxtp_1, Routability Congestion 0.6826, Worst Setup End Kind primary output, Area Overhead vs Synth 50.73%, Root Buffer clkbuf_4, final tally of hold violations 0, RSZ-0062 raised after global routing false, WL final 371 um, Largest delay share family, worst path buffers and inverters, floorplan core density 7.509%, measured slew at the worst slew-check pin 258.6 ps, CTS tree yes, number of cells produced by synthesis 20, Synth top cells by count dfxtp_1, and2b_2, nor2_1, antenna violations before repair 0, Worst-path clk slew 50 ps, 1st-iter DRT viols 4, worst vdd ir 0.0001114 V, Worst Setup Start Kind register, Die ar. 6400 um2, Tot Pwr 414.9 uW, Max Freq 766.7 MHz, post-cts gate resize count 0, CP Cell Sequence clkdlybuf4s50_1, via/cell ratio 2.189, Top Ports 6, fraction of registers with async set/reset 0%, Core Region 3416 um2, clk buf depth 2, worst min path class register to register, worst setup path class register to primary output, Top cells by area dfxtp_1, and2b_2, mux2_4, Post-route DRC 0, Crit path buffers/inverters 1, Pwr Density 1073 nW/um2, Post-CTS Hold Fix Bufs 0, sequential share of the synthesized area 62.44%, port bufs 5, Worst EP arrival 1000 ps, H-tree levels 1, placed inst area 364.1 um2, met1 Track Usage GR 1.137%, syn avg cell area 12.82 um2, Post CTS Setup Buffer Count 0, Avg WL per Cell 5.014 um, Antenna Cells 0, clk latency of the worst-skew pair 250 ps, met2 Use GR 1.685%, First-pass DRT Iterations 2, Final Setup Violations 0, chip height 80 um, ys cells 20, Crit path largest cell delay 460 ps, Cell Area, Synth 256.5 um2, vias in the first global route 163, clock sink count 8, GRT busiest layer met2, ys flops 8, Layout Cells excl Fill 74, Final period util 86.96%, Synth top cell by count dfxtp_1, Remaining Overflow, GRT 0, chip area in the Yosys report 256.5 um2, post-layout instance area 386.6 um2, Synthesis Warnings 1, OpenROAD warnings 25, Critical-path top delay cell clkdlybuf4s50_1, Pleak 0.1477 nW, Setup TNS 0 ps, Worst R2R Setup Slack 590 ps, dpl cells 71, Tmin final 1304 ps, max-cap check violation count 0, met3 GRT Util 0.7955%, Max Clock Skew 4.020 ps, largest net degree at the start of global routing 9, Slew Viols, Final 0, total number of vias 162, Top FF cell, synth dfxtp_1, Critical Path Fanout Max 1, first-pass GRT wire length 641 um, Filler cells 396, EDFF count, synth 0, total CTS buffers 3, DIE WIDTH 80 um, share of cells above drive strength 1 32.14%
## through the flow
stage                     setup slack (ps)  utilization [%]
after CTS                            169.5            11.32
after global placement               134.5            10.66
after global routing                 142.3            11.32
after floorplan                      629.2                -
final                                195.7            11.32
after detailed placement             123.0            10.66
## worst paths after layout
path	startpoint	endpoint	cells past startpoint
max	y[2]	y[2]	1
min	counter[0]	counter[0]	1
max reg2reg	counter[0]	counter[1]	2
min reg2reg	counter[0]	counter[0]	1
## state kept, by name, summed over array words and instances, names as in the netlist
register / count
y: 4
counter: 4
## logic make-up (layout without fill, tap and decap cells)
| logic type | Yosys count | after routing | share of synthesized area [%] |
|---|---|---|---|
| xor+xnor | 1 | 1 | 3.415 |
| fa+ha+maj | 1 | 1 | 4.877 |
| buf+inv | 0 | 8 | 0 |
| flops | 8 | 8 | 62.44 |
| mux | 1 | 1 | 5.852 |
| simple gates | 9 | 9 | 23.41 |
## worst register-to-register path: stages, from the launching register on
cell and delay (ps):
dfxtp_1 330, ha_1 290, and2b_2 180
## layer usage
layer	part of all wire [%]	wire length [um]
met1	32	119
met2	49	182
met3	15	54
met4	4.0	15
met5	0	0
## cells in the final DEF (no fill, tap or decap), drive strengths merged
| cell type | instances |
|---|---|
| and2b | 4 |
| clkbuf | 3 |
| clkdlybuf4s50 | 5 |
| dfxtp | 8 |
| ha | 1 |
| mux2 | 1 |
| nand3 | 1 |
| nor2 | 3 |
| nor2b | 1 |
| xnor2 | 1 |
## final cells by class
| cell class | instances | area [um2] | area share, % |
|---|---|---|---|
| tap | 46 | 57.56 | 14.89 |
| clock buffer | 3 | 22.52 | 5.825 |
| sequential | 8 | 160.2 | 41.42 |
| multi-input combinational | 12 | 96.34 | 24.92 |
| timing repair buffer | 5 | 50.05 | 12.94 |
## power breakdown
part | leakage, nW | internal, mW | switching, mW
sequential | 0.0655 | 0.224 | 0.00624
clock | 0.0138 | 0.0911 | 0.0663
combinational | 0.0684 | 0.0194 | 0.00783
total | 0.148 | 0.335 | 0.0804
Power is estimated from default activity; no workload was simulated.
